<file path="flow/design.v">
package definitions;
    typedef enum logic[2:0] {
        ADD, LSH, RSH, XOR,
        AND, SUB, CLR } op_mne;
endpackage  
module ProgCtr #(parameter L=10) (	    
  input              Reset,			    
                     Start, 
                     Clk,			    
                     BranchRel,	        
					 BranchAbs,
  input        [L-1:0] Target,	        
  output logic [L-1:0] ProgCtr            
  );
  always_ff @(posedge Clk)	            
	if(Reset)
	  ProgCtr <= 0;				        
	else if(BranchAbs)	                
	  ProgCtr <= Target;			    
	else if(BranchRel)    
	  ProgCtr <= Target + ProgCtr;	    
	else if(!Start)
	  ProgCtr <= ProgCtr+'b1; 	        
endmodule
</file>
<file path="flow/run.sh">
#!/bin/bash
# OpenROAD 26Q1-2900-gdf79404cd8, Yosys 0.63+post, stock flow scripts
make -C /OpenROAD-flow-scripts/flow DESIGN_CONFIG=/design/flow/config.mk WORK_HOME=/design/flow/orfs finish
</file>
<file path="flow/config.mk">
export PLATFORM = sky130hd
export DESIGN_NAME = ProgCtr
export DESIGN_NICKNAME = ProgCtr
export VERILOG_FILES = /design/flow/design.v
export SDC_FILE = /design/flow/constraint.sdc
export NUM_CORES = 4
export LEC_CHECK = 1
export CORE_AREA = 10 10 76 76
export DIE_AREA = 0 0 86 86
</file>
<file path="flow/constraint.sdc">
current_design ProgCtr

set clk_period 2.8
set clk_io_pct 0.2

create_clock -name clk0 -period $clk_period [get_ports {Clk}]

set non_clock_inputs [all_inputs -no_clocks]
set_input_delay [expr $clk_period * $clk_io_pct] -clock clk0 $non_clock_inputs
set_output_delay [expr $clk_period * $clk_io_pct] -clock clk0 [all_outputs]
</file>
==> flow_metrics.env <==
# yosys + openroad results
export IMPL_edf_count=0
export IMPL_r2r_end="ProgCtr[8]"
export IMPL_area_growth_pct=42.7
export IMPL_ys_cells=116
export IMPL_regMostFlops="ProgCtr"
export IMPL_worstSkewPairLatency_ns=0.24
export IMPL_maxSlewHeadroom_pct=62.5
export IMPL_tritoncts="done"
export IMPL_overflow=0
export IMPL_detail_route_wirelength_um=2570
export IMPL_htree_levels=1
export IMPL_clockBufferDepth=2
export IMPL_cts_root_buf="clkbuf_8"
export IMPL_crit_fanout=4
export IMPL_hpwlAfterDp_um=2020
export IMPL_syn_area_per_cell_um2=7.98
export IMPL_finalSetupViolCount=0
export IMPL_grt_max_degree=16
export IMPL_final_cell_mix="clkdlybuf4s50_1 (24), dfxtp_1 (10), nand2_1 (10), nor2_1 (10)"
export IMPL_fillers=453
export IMPL_drt_first_pass_iters=4
export IMPL_vias=951
export IMPL_drv_cap=0
export IMPL_path_class="in2reg"
export IMPL_synth_warnings=1
export IMPL_drc_errors=0
export IMPL_antenna_found_initial=0
export IMPL_die_area_um2=7400
export IMPL_ys_seq_share_pct=21.6
export IMPL_grt_pass1_wl_um=4670
export IMPL_grt_pass1_vias=994
export IMPL_finalCritPeriodShare_pct=92.1
export IMPL_fp_util_pct=22.5
export IMPL_synthDominantCellAreaShare_pct=21.6
export IMPL_min_path_cells=2
export IMPL_report_final_slew_viol_count=0
export IMPL_top_regs="ProgCtr: 10 flops"
export IMPL_worst_pin_slew_ns=0.561
export IMPL_skew_ns=0.00144
export IMPL_rsz0062_at_grt="false"
export IMPL_cp_data_required_time_ns=2.95
export IMPL_total_power_w=0.000531
export IMPL_diodes=0
export IMPL_synth_cell_types=40
export IMPL_core_area_um2=4120
export IMPL_topCellsByArea="dfxtp_1 (22%), ha_1 (12%), and2_1 (6.1%)"
export IMPL_netlist_area_um2=926
export IMPL_hold_violations=0
export IMPL_drtAntennaViolNets=0
export IMPL_layout_setup_ws_ns=0.220
export IMPL_fmax_ghz=0.388
export IMPL_die_h_um=86
export IMPL_ys_ff=10
export IMPL_async_reset_ff_share_pct=0
export IMPL_hp_class="reg2reg"
export IMPL_reg2regPathDepth=8
export IMPL_drive_gt1_share_pct=10.8
export IMPL_dp_cells=195
export IMPL_ctsHoldBuffers=0
export IMPL_port_buffers=24
export IMPL_status="complete, no violations"
export IMPL_r2r_slack_ns=0.81
export IMPL_cp_arrival_ns=2.73
export IMPL_finalCriticalPeriod_ns=2.58
export IMPL_chipWidth_um=86
export IMPL_gp_congestion=0.829
export IMPL_path_clk_slew_ns=0.05
export IMPL_cts_resized=0
export IMPL_wl_per_cell_um=13.0
export IMPL_start_kind="input port"
export IMPL_rows=23
export IMPL_final_cells=198
export IMPL_largest_register_ffs=10
export IMPL_flop_cell="dfxtp_1"
export IMPL_ir_drop_v=0.000292
export IMPL_cellPowerDensity_nw_per_um2=402
export IMPL_mostFrequentLayoutCell="clkdlybuf4s50_1"
export IMPL_clock_sinks=10
export IMPL_pre_cts_ws_ns=0.0109
export IMPL_vias_per_cell=4.80
export IMPL_grtUsageTotal_pct=7.61
export IMPL_min_to="ProgCtr[4]"
export IMPL_fin_setup_tns_ns=0
export IMPL_cts_made_buffers=3
export IMPL_ioPinCount=25
export IMPL_leakage_nw=0.566
export IMPL_min_delay_start="ProgCtr[4]"
export IMPL_post_cts_buffers=0
export IMPL_timing_rr_start="ProgCtr[0]"
export IMPL_synth_top_cell_by_area="dfxtp_1"
export IMPL_post_route_util_pct=32.1
export IMPL_warning_count=25
export IMPL_yosys_area_um2=926
export IMPL_critPathCaptureType="flop"
export IMPL_drtIter0Drc=39
export IMPL_synthCells=116
-- cell type report --
class	count	area, um^2	area share, %
repair buffers	33	308	23.3
inverters	3	11.3	0.852
multi-input cells	99	698	52.8
flip-flops and latches	10	200	15.2
well taps	50	62.6	4.73
clock buffers	3	41.3	3.12
-- worst max-delay path by stage --
stage | slack (ns) | endpoint | start | depth (start not counted)
after global routing | 0.1 | ProgCtr[8] | BranchRel | 10
final | 0.22 | ProgCtr[8] | BranchRel | 10
after CTS | 0.21 | ProgCtr[8] | BranchRel | 10
-- cell usage after synthesis, types with 2 or more instances --
| cell | number |
|---|---|
| a311oi_1 | 4 |
| a21o_1 | 2 |
| nor2b_1 | 2 |
| o21ai_0 | 8 |
| clkbuf_1 | 2 |
| ha_1 | 9 |
| mux2i_1 | 5 |
| and2_1 | 9 |
| nand2b_1 | 2 |
| nor2_1 | 10 |
| nand3_1 | 2 |
| o211ai_1 | 2 |
| nand2_1 | 10 |
| xnor2_1 | 3 |
| inv_1 | 3 |
| o211a_1 | 2 |
| o221ai_1 | 2 |
| dfxtp_1 | 10 |
| a211oi_1 | 4 |
| a21oi_1 | 5 |
-- critical path, cell delays in order --
cell and delay, ns:
clkdlybuf4s50_1 0.54, nand2b_1 0.08, ha_1 0.21, fa_1 0.39, a21o_1 0.19, a21oi_1 0.16
buf_4 0.15, o21ai_0 0.10, mux2i_1 0.14, a211oi_1 0.22
-- layer usage --
| metal | GRT usage [%] | up-vias | routed length, um |
|---|---|---|---|
| met1 | 9.58 | 437 | 1240 |
| met3 | 2.86 | 2 | 166 |
| met4 | 0.599 | 0 | 19 |
| met2 | 12.6 | 16 | 1150 |
| met5 | 0 | - | 0 |
| li1 | - | 496 | - |
-- stage by stage --
| step | hold WS, ns | area (um^2) |
|---|---|---|
| final | 0.516 | 1320 |
| after global routing | 0.547 | 1320 |
| after detailed placement | 0.514 | 1280 |
| after global placement | 0.514 | 1280 |
| after floorplan | 0.467 | 926 |
| after CTS | 0.522 | 1320 |
-- report_power, final --
part	switching (W)	total (W)	internal [W]	leakage, nW
registers	0.0000134	0.000172	0.000158	0.0832
clock network	0.0000598	0.000154	0.0000945	0.0216
logic	0.0000864	0.000205	0.000119	0.461
-- kinds of logic after synthesis --
kind of cell    Yosys count  share of synthesized area, %
compound gates           36                          26.6
simple gates             44                          25.3
fa+ha+maj                10                          14.3
xor+xnor                  4                          3.78
flops                    10                          21.6
mux                       5                          5.41
buf+inv                   7                          2.97
Power is estimated from default activity; no workload was simulated.
