[design.v]
package definitions;
    typedef enum logic[2:0] {
        ADD, LSH, RSH, XOR,
        AND, SUB, CLR } op_mne;
endpackage  
module DataMem #(parameter W=8, A=8)  (
  input                 Clk,
                        Reset,
                        WriteEn,
  input       [A-1:0]   DataAddress,  
  input       [W-1:0]   DataIn,		  
  output logic[W-1:0]   DataOut);
  logic [W-1:0] Core[2**A];			  
  always_comb                         
    DataOut = Core[DataAddress];
  always_ff @ (posedge Clk)		      
    if(WriteEn) 
      Core[DataAddress] <= DataIn;
endmodule
[run.sh]
#!/bin/bash
# OpenROAD 26Q1-2900-gdf79404cd8, Yosys 0.63+post, stock flow scripts
make -C /OpenROAD-flow-scripts/flow DESIGN_CONFIG=/design/flow/config.mk WORK_HOME=/design/flow/orfs finish
[config.mk]
export PLATFORM = sky130hd
export DESIGN_NAME = DataMem
export DESIGN_NICKNAME = DataMem
export VERILOG_FILES = /design/flow/design.v
export SDC_FILE = /design/flow/constraint.sdc
export NUM_CORES = 4
export LEC_CHECK = 1
export CORE_UTILIZATION = 50
[constraint.sdc]
current_design DataMem

set clk_period 17.5
set clk_io_pct 0.2

create_clock -name clk0 -period $clk_period [get_ports {Clk}]

set non_clock_inputs [all_inputs -no_clocks]
set_input_delay [expr $clk_period * $clk_io_pct] -clock clk0 $non_clock_inputs
set_output_delay [expr $clk_period * $clk_io_pct] -clock clk0 [all_outputs]
==> reports/qor.yml <==
sta:
  final_hold_viol_count: 0
  totalNegativeSetupSlack_ps: 0
  timing.final.crit_period_ps: 12500
  fmax_ghz: 0.0800
  finalSetupViolations: 0
  timing.final.max_slew_violations: 0
  timing.max_slew.rel_slack_pct: 30.3
  max_slew.worst_pin.slew_ps: 1040
  min_period_over_period_pct: 71.4
  unrepaired_setup_endpoints_after_global_routing: "false"
clock_network:
  cts_num_sinks: 2048
  cts_post_setup_buffers_inserted: 0
  clk_pin_slew_ps: 60
  cts-resized-gates: 0
  cts_hold_buf: 0
  count_of_h_tree_levels_built_during_cts: 4
  tritoncts.num_buffers: 198
  max-clock-path-buffers: 3
  tritoncts: "done"
  cts-root-buf: "sky130_fd_sc_hd__clkbuf_16"
worst_setup_path:
  critical-path-top-delay-family: "buffers and inverters"
  critPathBufInv: 6
  cell_by_cell_trace_of_the_critical_path: "buf_8 > buf_4 > buf_4 > buf_4 > mux4_2 > a22oi_1 > a21oi_1 > o41ai_1 > buf_4 > nand4_1 > clkdlybuf4s50_1"
  cp_slowest_stage_delay_ps: 960
  worstSetupPathType: "primary input to output port"
  start_kind: "primary input"
  cp.arrival_ps: 9000
  critPathSlowestCell: "sky130_fd_sc_hd__o41ai_1"
  setup.worst_path.end_class: "output port"
  timing.critical_path.required_ps: 14000
  cell_with_the_most_instances_on_the_worst_path: "sky130_fd_sc_hd__buf_4"
  crit_path_max_fanout: 65
die:
  die-width_um: 398
  chip_footprint_mm2: 0.158
  io_pins: 27
  core_area_mm2: 0.155
  rows: 144
  initCoreUtil_pct: 50.6
  die_height_um: 398
final_layout:
  drive_gt1_share_pct: 24.7
  register_ranked_first_by_flip_flop_count: "Core"
  synthToLayoutAreaGrowth_pct: 12.0
  largest_register_ff_count: 2048
  filler_cell_count: 10700
  largestRegisters: "Core: 2048 flops"
detailed_routing:
  vias: 36600
  finalWirelength_mm: 182
  route.detailed.wl_per_inst_um: 30.9
  routed_via_density: 6.22
  postRouteAntennaNets: 0
  drt_first_pass_iters: 7
  detail_route.iter0.violations: 2535
  post_route_drc_violation_count: 0
synthesis:
  netlist-cell-type-count: 21
  yosysCellCount: 3539
  synthesis.yosys.warnings: 1
  yosys_register_bits: 2048
  postSynthCellCount: 3539
  postSynthAreaPerCell_um2: 22.1
  synth_chip_area_mm2: 0.0783
  syn_area_mm2: 0.0783
  synth-seq-area-share_pct: 78.5
status:
  outcome: "finished, final reports clean"
global_routing:
  wire_length_of_the_first_global_routing_pass_mm: 268
  number_of_antenna_violations_at_the_first_check_in_global_routing: 3
  grt_start_max_net_pins: 125
  grt_pass1_vias: 41200
  grt_remaining_overflow: 0
  grt_use_total_pct: 26.7
power_and_ir_drop:
  power.ir.vdd_worst_mv: 0.104
  power_density_over_the_cells_mw_per_mm2: 115
  total_power_uw: 10100
  total_leakage_power_uw: 0.0265
flow_run:
  openroad.warnings: 31
  maxCapViolations: 0
worst_hold_path:
  min-delay-path-class: "primary input to register"
  hold_depth: 1
  timing.hold.worst.start: "DataIn[2]"
  hold_ep: "Core[11][2]$_DFFE_PP_"
placement:
  hpwl_dp_mm: 109
  gp_routability_congestion: 0.868
  io_buffers: 25
layout by cell type (no fill, tap or decap):
cell / synthesis / final
sky130_fd_sc_hd__a21oi_1: 128 / 128
sky130_fd_sc_hd__a22oi_1: 256 / 256
sky130_fd_sc_hd__and2_1: 3 / 2
sky130_fd_sc_hd__and2_4: 0 / 1
sky130_fd_sc_hd__buf_12: 0 / 5
sky130_fd_sc_hd__buf_4: 16 / 139
sky130_fd_sc_hd__buf_8: 0 / 2
sky130_fd_sc_hd__bufinv_16: 0 / 22
sky130_fd_sc_hd__clkbuf_1: 145 / 37
sky130_fd_sc_hd__clkbuf_16: 0 / 205
sky130_fd_sc_hd__clkbuf_8: 0 / 8
sky130_fd_sc_hd__clkdlybuf4s50_1: 0 / 15
sky130_fd_sc_hd__clkinv_1: 0 / 51
sky130_fd_sc_hd__clkinv_2: 0 / 28
sky130_fd_sc_hd__clkinv_4: 0 / 2
sky130_fd_sc_hd__clkinv_8: 0 / 2
sky130_fd_sc_hd__clkinvlp_4: 0 / 8
sky130_fd_sc_hd__diode_2: 0 / 3
sky130_fd_sc_hd__edfxtp_1: 2048 / 2048
sky130_fd_sc_hd__inv_1: 1 / 1
sky130_fd_sc_hd__inv_16: 0 / 1
sky130_fd_sc_hd__inv_6: 0 / 9
sky130_fd_sc_hd__mux4_2: 512 / 512
sky130_fd_sc_hd__nand2_1: 28 / 28
sky130_fd_sc_hd__nand2b_1: 6 / 6
sky130_fd_sc_hd__nand3_1: 13 / 13
sky130_fd_sc_hd__nand4_1: 8 / 8
sky130_fd_sc_hd__nor2_1: 232 / 231
sky130_fd_sc_hd__nor2_4: 0 / 1
sky130_fd_sc_hd__nor2b_1: 7 / 5
sky130_fd_sc_hd__nor2b_4: 0 / 2
sky130_fd_sc_hd__nor3_1: 30 / 30
sky130_fd_sc_hd__o41ai_1: 32 / 32
sky130_fd_sc_hd__or2_2: 2 / 2
sky130_fd_sc_hd__or3_1: 1 / 1
layout make-up:
type / instances / area [um^2] / share of cell area, %
diodes: 3 / 7.51 / 0.00856
clock buffers: 242 / 5270 / 6.01
clock inverters: 123 / 1200 / 1.37
inverters: 1 / 3.75 / 0.00428
multi-input cells: 1258 / 15800 / 18.0
flip-flops and latches: 2048 / 61500 / 70.1
well taps: 2044 / 2560 / 2.92
repair buffers: 169 / 1430 / 1.63
cells by family after synthesis:
logic type	Yosys count	synth area share, %
buffers and inverters	233	1.40
AND-OR/OR-AND	416	3.63
AND/OR/NAND/NOR	330	1.74
flip-flops	2048	78.5
multiplexers	512	14.7
how the worst max path moves through the flow:
stage / start / slack, ps / endpoint / cells past startpoint
after global routing: DataAddress[1] / 4640 / DataOut[7] / 11
after CTS: DataAddress[1] / 4990 / DataOut[7] / 11
final: DataAddress[1] / 5000 / DataOut[7] / 11
metrics by stage:
stage	hold slack [ps]	area (um^2)	util, %	setup slack [ps]	instances
2_1_floorplan	3600	78300	-	8760	3539
5_1_grt	3230	87700	56.7	4640	5885
4_1_cts	3180	87700	56.7	4990	5885
3_5_place_dp	4050	81300	52.5	5000	5520
3_3_place_gp	4030	81300	52.5	5130	5520
6_report	3230	87700	56.7	5000	5888
synthesized netlist by cell type (all sizes together):
master | n | area (um^2)
edfxtp | 2048 | 61500
a21oi | 128 | 641
buf | 87 | 552
nand3 | 13 | 65.1
or3 | 1 | 6.26
nor2b | 7 | 43.8
clkbuf | 145 | 544
mux4 | 512 | 11500
nor2 | 232 | 871
nand2 | 28 | 105
nand2b | 6 | 37.5
inv | 1 | 3.75
o41ai | 32 | 280
nand4 | 8 | 50.1
or2 | 2 | 12.5
nor3 | 30 | 150
a22oi | 256 | 1920
and2 | 3 | 18.8
power by group:
group          internal, uW  switching (uW)
Combinational           156             294
Clock                  2460            1760
Sequential             5410            2.26
Total                  8020            2060
per-layer routing:
metal	vias up	wire [um]	part of all wire (%)	global-route usage, %
li1	15400	-	-	-
met4	16	5080	2.8	5.78
met1	18700	59300	33	35.4
met3	304	30900	17	20.2
met2	2243	86100	47	37.7
met5	-	484	0.27	2.57
Power and IR drop assume default switching activity.
