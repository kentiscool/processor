File: ./config.mk
export PLATFORM = sky130hd
export DESIGN_NAME = RegFile
export DESIGN_NICKNAME = RegFile
export VERILOG_FILES = /design/flow/design.v
export SDC_FILE = /design/flow/constraint.sdc
export NUM_CORES = 4
export LEC_CHECK = 1
export CORE_UTILIZATION = 50
File: ./constraint.sdc
current_design RegFile

set clk_period 2.9
set clk_io_pct 0.2

create_clock -name clk0 -period $clk_period [get_ports {Clk}]

set non_clock_inputs [all_inputs -no_clocks]
set_input_delay [expr $clk_period * $clk_io_pct] -clock clk0 $non_clock_inputs
set_output_delay [expr $clk_period * $clk_io_pct] -clock clk0 [all_outputs]
File: ./design.v
package definitions;
    typedef enum logic[2:0] {
        ADD, LSH, RSH, XOR,
        AND, SUB, CLR } op_mne;
endpackage  
module RegFile #(parameter W=8, A=3)(		  
  input                Clk,
                       WriteEn,
  input        [A-1:0] RaddrA,				  
                       RaddrB,
                       Waddr,
  input        [W-1:0] DataIn,
  output       [W-1:0] DataOutA,			  
  output logic [W-1:0] DataOutB				  
    );
logic [W-1:0] Registers[2**A];	              
assign      DataOutA = Registers[RaddrA];	  
always_comb DataOutB = Registers[RaddrB];     
always_ff @ (posedge Clk)
  if (WriteEn)	                              
    Registers[Waddr] <= DataIn;
endmodule
File: ./run.sh
#!/bin/bash
# OpenROAD 26Q1-2900-gdf79404cd8, Yosys 0.63+post, stock flow scripts
make -C /OpenROAD-flow-scripts/flow DESIGN_CONFIG=/design/flow/config.mk WORK_HOME=/design/flow/orfs finish
==> GITHUB_STEP_SUMMARY <==
## Synthesis and layout report

| Metric | Value |
|---|---|
| Status | `complete, no violations` |
| Synth cell count leaders | `edfxtp_1 (64), mux4_1 (29), mux2_2 (16)` |
| Place WS | `-0.220 ns` |
| CTS tree | `built` |
| Clock Power Share | `30.4%` |
| I/O pins | `35` |
| Cells in synth_stat.txt | `135` |
| Avg Cell Area, Syn | `22.8 um^2` |
| Root buffer cell | `clkbuf_8` |
| Max frequency | `0.352 GHz` |
| CP Capture Type | `output port` |
| Reg clk slew, reported paths | `0.06 ns` |
| Post-layout period usage of the worst path | `98.0%` |
| Final min period | `2.84 ns` |
| Cell Type Count | `13` |
| Tool warnings | `26` |
| Total core area | `5920 um^2` |
| Largest register by flop count | `Registers` |
| CTS Sinks | `64` |
| Vias | `1543` |
| VDD IR max | `0.000362 V` |
| GRT Residual Overflow | `0` |
| Post-route setup slack | `0.0587 ns` |
| Net Switching | `358 uW` |
| Worst Hold Launch | `DataIn[3]` |
| N_diodes | `0` |
| Core Rows | `28` |
| Synthesized instance count | `135` |
| Fin. Hold Viols | `0` |
| CP startpoint | `RaddrB[0]` |
| Cell Pwr Density | `497 nW/um^2` |
| Final non-filler cell total | `265` |
| Drt wl/cell | `21.0 um` |
| Sequential share of the synthesized area | `62.4%` |
| Min-Delay Path Class | `in -> reg` |
| Top flop regs | `Registers x64` |
| Clk buf depth | `2` |
| Chip Area, Yosys | `3080 um^2` |
| Num CTS Buffers | `9` |
| Max-slew headroom | `69.5%` |
| Vias in the first global route | `1726` |
| Async set-reset flop share out of synthesis | `0%` |
| WP data arrival | `2.26 ns` |
| Initial Util | `52.0%` |
| Routability cong. | `0.772` |
| Cell-internal power | `1480 uW` |
| Setup repair bufs after CTS | `0` |
| Drt drc | `0` |
| H-tree depth | `3` |
| Dpl hpwl | `4.03 mm` |
| Crit-path max FO | `8` |
| Chip width | `80.5 um` |
| Seq pwr share | `57.7%` |
| Fillers | `421` |
| Post-DRT Antenna Nets | `0` |
| Max-slew violations | `0` |
| Largest register FFs | `64` |
| Die ar. | `6470 um^2` |
| Main flop type | `edfxtp_1` |
| Dominant cells by area after synthesis | `edfxtp_1 (62%), mux4_1 (25%), mux2_2 (5.9%)` |
| Final core utilization | `62.6%` |
| PortBufs | `34` |
| Worst hold path depth | `1` |
| Max Cap Viol | `0` |
| Routed WL | `5.57 mm` |
| Drt pass-1 iters | `4` |
| Min-Delay Endpoint | `Registers[0][3]` |
| DRT iter0 DRCs | `46` |
| Sw Ratio | `19.4%` |
| Top area contributor share | `62.4%` |
| Die Y-Extent | `80.5 um` |
| Post-synth EDFFs | `64` |
| Yosys warns | `1` |
| Comb power frac | `11.9%` |
| CTS resizes | `7` |
| Yosys top cell by instances | `edfxtp_1` |
| Total negative slack | `0 ns` |
| Via density | `5.82` |
| Leak pwr | `0.00129 uW` |
| WP data required | `2.32 ns` |
| CP Class | `in -> out` |
| Largest net degree at the start of global routing | `10` |
| Final setup vio count | `0` |
| Mapped Area | `3080 um^2` |
| Placed insts | `252` |
| Worst slew pin tran | `0.456 ns` |
| Hold_buf cts | `0` |
| P&R area growth vs syn | `20.5%` |
| Flops out of synthesis | `64` |
| PnR Total Power | `1840 uW` |
| Synth area leader | `edfxtp_1` |
| Layout cells sized above 1 | `25.8%` |
| Startpoint types | `input port` |
| First-pass GRT wire length | `8.57 mm` |
| GR Util All Layers | `21.1%` |
| Initial antenna violation count | `0` |
==> worst max-delay path by stage <==
stage,cells after the start,to
final,5,DataOutB[3]
after global routing,5,DataOutA[0]
after CTS,5,DataOutA[0]
==> cell families after synthesis <==
logic type / Yosys count / share of synthesized area [%]
AND/OR/NAND/NOR: 13 / 1.91
multiplexers: 48 / 32.8
flip-flops: 64 / 62.4
buffers and inverters: 10 / 2.85
==> area by class of cell <==
class | count | area (um^2) | share of cell area (%)
sequential | 64 | 1920 | 51.8
clock inverter | 3 | 12.5 | 0.337
tap | 75 | 93.8 | 2.53
timing repair buffer | 52 | 488 | 13.2
multi-input combinational | 61 | 1060 | 28.7
clock buffer | 10 | 128 | 3.44
==> stage by stage <==
step           hold WS, ns  instance area, um^2
3_3_place_gp          1.28                 3560
5_1_grt               1.01                 3710
4_1_cts              0.972                 3710
3_5_place_dp          1.32                 3560
2_1_floorplan        0.679                 3080
6_report             0.986                 3710
==> worst max-delay path, stage by stage <==
cell and delay [ns]:
dlygate4sd2_1 0.25, buf_6 0.17, mux4_1 0.55, mux2_2 0.29
clkdlybuf4s50_1 0.41
==> routing by layer <==
layer | vias up | routed length, um | GRT usage, %
li1 | 711 | - | -
met1 | 751 | 1880 | 27.8
met2 | 75 | 3020 | 34.0
met3 | 6 | 614 | 11.5
met4 | 0 | 54 | 3.57
met5 | - | 0 | 0
==> power by group through the flow <==
stage | clock (uW) | combinational [uW] | sequential (uW)
CTS | 574 | 222 | 1060
global route | 612 | 239 | 1070
finish | 559 | 220 | 1060
==> layout by cell type (no fill, tap or decap) <==
cell type,count
buf_4,14
buf_6,4
clkbuf_1,1
clkbuf_8,9
clkdlybuf4s50_1,32
clkinv_1,2
clkinv_2,1
dlygate4sd2_1,2
edfxtp_1,64
mux2_2,15
mux2_4,1
mux4_1,27
mux4_2,5
nand2_1,2
nand2b_1,3
nor2_1,6
nor3_1,2
No activity file was given, so power comes from the tool's default toggle rates.
